[design/flow/config.mk]
export PLATFORM = sky130hd
export DESIGN_NAME = fft_time
export DESIGN_NICKNAME = fft_time
export VERILOG_FILES = /design/flow/design.v
export SDC_FILE = /design/flow/constraint.sdc
export NUM_CORES = 4
export LEC_CHECK = 1
export CORE_UTILIZATION = 50
[design/flow/run.sh]
#!/bin/bash
# OpenROAD 26Q1-2900-gdf79404cd8, Yosys 0.63+post, stock flow scripts
make -C /OpenROAD-flow-scripts/flow DESIGN_CONFIG=/design/flow/config.mk WORK_HOME=/design/flow/orfs finish
[design/flow/constraint.sdc]
current_design fft_time

set clk_period 1.0
set clk_io_pct 0.2

create_clock -name clk0 -period $clk_period [get_ports {clk}]

set non_clock_inputs [all_inputs -no_clocks]
set_input_delay [expr $clk_period * $clk_io_pct] -clock clk0 $non_clock_inputs
set_output_delay [expr $clk_period * $clk_io_pct] -clock clk0 [all_outputs]
[design/flow/design.v]
`timescale 1ns / 1ps
module multiply(a,b,c);
parameter width=8;
parameter decimal=4;
input [width-1:0] a,b;
output [width-1:0] c;
wire[width*2-1:0] mul0,mul1,ones,ab;
assign ones=(~0);
assign mul0=a[width-1]?((ones<<width)|a):a;
assign mul1=b[width-1]?((ones<<width)|b):b;
assign ab=mul0*mul1;
assign c=ab[width-1+decimal:decimal];
endmodule
`timescale 1ns / 1ps
module butterfly_time(
Fer,	 
Fei,	 
For,	 
Foi,	 
Wr,		 
Wi,		 
o0r,	 
o0i,	 
o1r,	 
o1i		 
    );
parameter width=8;
parameter decimal=4;
input[width-1:0] Fer,Fei,For,Foi,Wr,Wi;
output[width-1:0] o0r,o0i,o1r,o1i;
wire[7:0] m0,m1,m2,m3,mr,mi;
multiply #(.width(width),.decimal(decimal)) mp0(For,Wr,m0);
multiply #(.width(width),.decimal(decimal)) mp1(For,Wi,m1);
multiply #(.width(width),.decimal(decimal)) mp2(Foi,Wr,m2);
multiply #(.width(width),.decimal(decimal)) mp3(Foi,Wi,m3);
assign mr=m0-m3;
assign mi=m1+m2;
assign o0r=Fer+mr;
assign o0i=Fei+mi;
assign o1r=Fer-mr;
assign o1i=Fei-mi;
endmodule
module butterfly_freq(
f0r,	 
f0i,	 
f1r,	 
f1i,	 
Wr,		 
Wi,		 
o0r,	 
o0i,	 
o1r,	 
o1i		 
    );
parameter width=8;
parameter decimal=4;
input[width-1:0] f0r,f0i,f1r,f1i,Wr,Wi;
output[width-1:0] o0r,o0i,o1r,o1i;
wire[7:0] m4,m5,m6,m7,r,i;
assign r = f0r - f1r;
assign i = f0i -f1i;
multiply #(.width(width),.decimal(decimal)) mp4(r,Wr,m4);
multiply #(.width(width),.decimal(decimal)) mp5(i,Wi,m5);
multiply #(.width(width),.decimal(decimal)) mp6(r,Wi,m6);
multiply #(.width(width),.decimal(decimal)) mp7(i,Wr,m7);
assign o0r= f0r+f1r;
assign o0i= f0i+f1i;
assign o1r=m4-m5;
assign o1i=m6+m7;
endmodule
`timescale 1ns / 1ps
module fft_time(
clk,
rst,
fr,      
fi,      
Fr,      
Fi       
    );
parameter width=8;
parameter decimal=4;
input clk,rst;
input [8*width-1:0] fr,fi;
output reg [8*width-1:0] Fr,Fi;
wire[8*width-1:0] Fwr,Fwi;
wire[width-1:0] o0r[7:0];
wire[width-1:0] o0i[7:0];
wire[width-1:0] o1r[7:0];
wire[width-1:0] o1i[7:0];
butterfly_time #(.width(width),.decimal(decimal)) bt0(fr[1*width-1:0*width],fi[1*width-1:0*width],fr[5*width-1:4*width],fi[5*width-1:4*width],(1<<decimal),0,o0r[0],o0i[0],o0r[1],o0i[1]);
butterfly_time #(.width(width),.decimal(decimal)) bt1(fr[3*width-1:2*width],fi[3*width-1:2*width],fr[7*width-1:6*width],fi[7*width-1:6*width],(1<<decimal),0,o0r[2],o0i[2],o0r[3],o0i[3]);
butterfly_time #(.width(width),.decimal(decimal)) bt2(fr[2*width-1:1*width],fi[2*width-1:1*width],fr[6*width-1:5*width],fi[6*width-1:5*width],(1<<decimal),0,o0r[4],o0i[4],o0r[5],o0i[5]);
butterfly_time #(.width(width),.decimal(decimal)) bt3(fr[4*width-1:3*width],fi[4*width-1:3*width],fr[8*width-1:7*width],fi[8*width-1:7*width],(1<<decimal),0,o0r[6],o0i[6],o0r[7],o0i[7]);
butterfly_time #(.width(width),.decimal(decimal)) bt4(o0r[0],o0i[0],o0r[2],o0i[2],(1<<decimal),0,o1r[0],o1i[0],o1r[2],o1i[2]);
butterfly_time #(.width(width),.decimal(decimal)) bt5(o0r[1],o0i[1],o0r[3],o0i[3],0,-16,o1r[1],o1i[1],o1r[3],o1i[3]);
butterfly_time #(.width(width),.decimal(decimal)) bt6(o0r[4],o0i[4],o0r[6],o0i[6],(1<<decimal),0,o1r[4],o1i[4],o1r[6],o1i[6]);
butterfly_time #(.width(width),.decimal(decimal)) bt7(o0r[5],o0i[5],o0r[7],o0i[7],0,-16,o1r[5],o1i[5],o1r[7],o1i[7]);
butterfly_time #(.width(width),.decimal(decimal)) bt8(o1r[0],o1i[0],o1r[4],o1i[4],(1<<decimal),0,Fwr[1*width-1:0*width],Fwi[1*width-1:0*width],Fwr[5*width-1:4*width],Fwi[5*width-1:4*width]);
butterfly_time #(.width(width),.decimal(decimal)) bt9(o1r[1],o1i[1],o1r[5],o1i[5],11,-11,Fwr[2*width-1:1*width],Fwi[2*width-1:1*width],Fwr[6*width-1:5*width],Fwi[6*width-1:5*width]);
butterfly_time #(.width(width),.decimal(decimal)) bt10(o1r[2],o1i[2],o1r[6],o1i[6],0,-16,Fwr[3*width-1:2*width],Fwi[3*width-1:2*width],Fwr[7*width-1:6*width],Fwi[7*width-1:6*width]);
butterfly_time #(.width(width),.decimal(decimal)) bt11(o1r[3],o1i[3],o1r[7],o1i[7],-11,-11,Fwr[4*width-1:3*width],Fwi[4*width-1:3*width],Fwr[8*width-1:7*width],Fwi[8*width-1:7*width]);
always@(posedge clk or negedge rst)begin
    if(~rst)begin
        Fr<=0;
        Fi<=0;
    end
    else begin
        Fr<=Fwr;
        Fi<=Fwi;
    end
end
endmodule
==> metrics.csv <==
metric;value;unit
DRC Markers;0;
Post-Synthesis Cells;2829;
CTS sink count;120;
area share, top type;29.7;%
Yosys cell types;68;
CTS Buf Count;17;
total number of vias;23906;
drt total wl;92.4;mm
max_cap viols;0;
CP max stage cell;fa_2;
final tally of setup violations;358;
first-pass GRT wire length;119;mm
yosys warns;1;
critical path's top delay family;adder cells;
Die Area;51000;um2
I/O Buffers;257;
RSZ-0062 raised after global routing;true;
max-slew violation count;0;
DRT Pass-1 Iters;5;
Placed Area;36400;um2
CTS tree;done;
grt total ovfl;0;
First DRT Iteration DRCs;1206;
Tightest Pin Transition;0.690;ns
Final GP Congestion;0.983;
Critical Path Max Stage Delay;0.71;ns
initial antenna violation count;3;
hold crit path type;input port to async pin;
Worst Path Buf+Inv;9;
violations in the final reports;negative setup slack;
clock slew at reported path FFs;0.06;ns
largest net degree at the start of global routing;57;
Critical Path Most Common Cell;nor2_1;
# Cells Yosys;2829;
Final Hold Vio Count;0;
post-synthesis area per instance;8.85;um2
largest fanout on the critical path;4;
leading area contributor after synthesis;ha_1;
post-route ant nets;0;
vias in the first global route;23227;
Rel. slew slack;53.9;%
core area;49200;um2
CP Class;input port to flip-flop;
share of layout cells above drive strength 1;42.9;%
chip height;226;um
clock root buffer;clkbuf_16;
Tot GR Track Use;30.6;%
kind of end point of the critical path;flip-flop;
final instance area;41800;um2
ys flop type;dfrtp_1;
FP Util;50.9;%
vias per inst;5.16;
post-layout min period;8.53;ns
Top area cell types;ha_1 (30%), dfrtp_1 (12%), fa_1 (12%), xnor2_1 (11%), inv_1 (9.0%);
tool warning count;236;
ys flops;120;
synthesis-to-finish area growth;67.0;%
Max Freq;117;MHz
Cell Area, Synth;25000;um2
Worst setup SP type;input port;
DIE WIDTH;226;um
WP data required;1.35;ns
status;finished, violations left;
num rows;81;
DR WL/cell;19.9;um
fraction of registers with async set or reset after synthesis;100;%
Setup WS post-layout;-7.53;ns
fin crit share;853;%
count of library flops with an enable pin;0;
DP Wirelength;59.1;mm
htree depth;4;
area reported by Yosys stat;25000;um2
pre-CTS setup slack;-8.11;ns
post-synthesis sequential area ratio;12.0;%
num ports;258;
critical path arrival;8.88;ns
CTS Buffer Depth;2;
## routing by layer
metal  up-vias  track usage [%]  wire length (um)
met5         -                0               175
met4        10             4.50              4450
met3       269             5.57              8080
li1      11244                -                 -
met1     11494             44.3             39000
met2       889             50.1             40700
## layout make-up
class	instances	area, um2
Clock buffer	20	457
Fill cell	2277	7350
Timing Repair Buffer	1135	9690
Clock inverter	11	148
Sequential cell	120	3000
Antenna cell	4	10.0
Inverter	602	2370
Tap cell	664	831
Multi-Input combinational cell	2079	25300
## synthesized netlist by cell type, drive strengths merged (6+ instances only)
| library cell | n |
|---|---|
| xnor3 | 10 |
| ha | 594 |
| nand2 | 25 |
| a21oi | 238 |
| nor3 | 26 |
| o21a | 17 |
| a21o | 58 |
| buf | 16 |
| dfrtp | 120 |
| xnor2 | 326 |
| nand3 | 6 |
| nor2b | 11 |
| o21ai | 38 |
| clkbuf | 12 |
| inv | 601 |
| nand2b | 18 |
| fa | 149 |
| nor2 | 236 |
| o21bai | 124 |
| o31ai | 7 |
| xor2 | 130 |
| nand3b | 6 |
## cell families after synthesis
logic type               after synthesis  share of synthesized area, %
AND/OR/NAND/NOR                      353                          6.20
AND-OR/OR-AND                        508                          12.8
buffers and inverters                630                          9.63
XOR/XNOR                             467                          17.5
flip-flops                           120                          12.0
adder cells (fa/ha/maj)              743                          41.6
multiplexers                           8                         0.335
## sequential cells by signal (all words and copies together), names as in the netlist
| register | cells |
|---|---|
| Fi | 60 |
| Fr | 60 |
## layout by cell type (no fill, tap or decap), types with 87 or more instances in the layout
master / count
a21oi_1: 117
a21oi_2: 87
buf_4: 752
buf_6: 121
clkdlybuf4s50_1: 218
dfrtp_1: 120
fa_1: 106
ha_1: 386
ha_4: 190
inv_1: 470
inv_2: 104
nor2_1: 181
o21bai_1: 101
xnor2_1: 199
xor2_1: 102
## repair_timing
item / in CTS / in global routing
setup endpoints to repair: 248 / 248
hold buffers: 1 / 0
setup buffers: 66 / 58
hold endpoints to repair: 120 / 0
gates resized: 405 / 406
pin swaps: 233 / 266
## through the flow
step / hold WS (ns) / utilization (%) / cells / setup TNS [ns]
floorplan: -0.0956 / - / 2829 / -510.51
global route: 0.553 / 85.0 / 4631 / -643.12
CTS: 0.127 / 80.3 / 4595 / -596.59
global placement: 0.0333 / 74.0 / 4513 / -640.38
detailed placement: 0.0393 / 74.0 / 4513 / -645.88
finish: 0.567 / 85.0 / 4635 / -619.77
## worst max path at each step
stage,start,endpoint,slack (ns),depth (start not counted)
4_1_cts,fi[24],Fr[47],-7.09,43
5_1_grt,fr[24],Fr[47],-7.66,45
6_report,fi[57],Fi[63],-7.53,38
