==> flow/design.v <==
`timescale 1ns / 1ps
module multiply(a,b,c);
parameter width=8;
parameter decimal=4;
input [width-1:0] a,b;
output [width-1:0] c;
wire[width*2-1:0] mul0,mul1,ones,ab;
assign ones=(~0);
assign mul0=a[width-1]?((ones<<width)|a):a;
assign mul1=b[width-1]?((ones<<width)|b):b;
assign ab=mul0*mul1;
assign c=ab[width-1+decimal:decimal];
endmodule
`timescale 1ns / 1ps
module divider(
in,  
out  
    );
parameter size=8;
parameter decimal=4;
input[size-1:0] in;
output[size-1:0] out;
wire[decimal+size-1:0] one;
assign one=(1<<(2*decimal));  
assign out=one/in;
endmodule
`timescale 1ns / 1ps
module kalman(
clk,
rst,
n,       
u,       
z,       
x0,      
P0,      
F,       
B,       
Q,       
H,       
R,       
no,      
xo,      
outen    
    );
parameter len=2;		 
parameter dsize=16;		 
parameter decimal=10;	 
parameter umat=64'b0000000000000001000000000000000000000000000000000000000000000001;  
input clk,rst;
input[dsize-1:0] n;
input[dsize-1:0] u;
input[dsize*len-1:0] z;
input[dsize*len-1:0] x0;
input[dsize*len*len-1:0] P0;
input[dsize*len*len-1:0] F,H,Q,R;
input[dsize*len-1:0] B;
output reg[dsize-1:0] no;
output reg[dsize*len-1:0] xo;
output reg outen;
reg[dsize-1:0] mi[1:0][3:0];
wire[dsize-1:0] mo[3:0];
wire[dsize*2*2-1:0] mmin1;
wire[dsize*2*2-1:0] mmin2;
wire[dsize*2*2-1:0] mmout;
assign mmin1[dsize-1:0]=mi[0][0];            
assign mmin1[2*dsize-1:dsize]=mi[0][1];
assign mmin1[3*dsize-1:2*dsize]=mi[0][2];
assign mmin1[4*dsize-1:3*dsize]=mi[0][3];
assign mmin2[dsize-1:0]=mi[1][0];
assign mmin2[2*dsize-1:dsize]=mi[1][1];
assign mmin2[3*dsize-1:2*dsize]=mi[1][2];
assign mmin2[4*dsize-1:3*dsize]=mi[1][3];
assign mo[0]=mmout[dsize-1:0];
assign mo[1]=mmout[2*dsize-1:dsize];
assign mo[2]=mmout[3*dsize-1:2*dsize];
assign mo[3]=mmout[4*dsize-1:3*dsize];
matmul22 #(.size(dsize),.decimal(decimal)) mm0(mmin1,mmin2,mmout);
reg[dsize-1:0] divin;
wire[dsize-1:0] divout;
divider #(.size(dsize),.decimal(decimal)) d0(divin,divout);
 reg[dsize-1:0] nk;
 reg zenk;
 reg[dsize*len-1:0] uk,zk,xkm,xkp,yk;     
 reg[dsize*len*len-1:0] Pkm,Kk,Pkp;       
reg[7:0] count;
reg[dsize*len*len-1:0] pki;
reg[dsize*len-1:0] xki;
reg[7:0] state;
reg[dsize*len*len-1:0] tmp1;
reg[dsize*len*len-1:0] tmp2;
reg[dsize*len*len-1:0] tmp3;
reg[dsize*len*len-1:0] tmp4;
reg[dsize*len*len-1:0] f,h,q,r;    
reg[dsize*len-1:0] b;        
always@(posedge clk or negedge rst)begin
    if(~rst)begin
    tmp1<=0;
    tmp2<=0;
    tmp3<=0;
    tmp4<=0;
	state<=0;
	nk<=0;
	zenk<=0;
	xkm<=0;
	xkp<=0;
	yk<=0;
	uk<=0;
	zk<=0;
	Kk<=0;
	Pkm<=0;
	Pkp<=0;
	xki<=0;
	pki<=0;
	count<=0;
	f<=0;
	h<=0;
	q<=0; 
	r<=0; 
	b<=0;
	xo<=0;
	no<=0;
	outen<=0;
    end
    else begin
	case(state)
	0: begin
        nk<=n;
        uk<=0;
        zk<=z;
        xki<=x0;
        pki<=P0;
        f<=F;
        h<=H;
        q<=Q;
        r<=R;
        b<=B;
        state<=1;
        count<=0;
        end
     1: begin
     if(count ==0)begin
        mi[0][0]=f[dsize-1:0];
        mi[0][1]=f[2*dsize-1:dsize];
        mi[0][2]=f[3*dsize-1:2*dsize];
        mi[0][3]=f[4*dsize-1:3*dsize];
        mi[1][0]=xki[1*dsize-1:0];   
        mi[1][1]=16'b0000000000000000;
        mi[1][2]=xki[2*dsize-1:1*dsize];
        mi[1][3]=16'b0000000000000000;
        tmp1=mmout;
        count<=count+1;
       state<=1;
        end
        if(count ==1) begin
        mi[0][0]=B[dsize-1:0];
        mi[0][1]=B[2*dsize-1:dsize];
        mi[0][2]=B[3*dsize-1:2*dsize];
        mi[0][3]=B[4*dsize-1:3*dsize];
        mi[1][0]=uk[1*dsize-1:0];
        mi[1][1]=16'b0000000000000000;
        mi[1][2]=uk[2*dsize-1:1*dsize];
        mi[1][3]=16'b0000000000000000;
        tmp2=mmout;
        count<=count+1;
       state<=1;
        end
         if(count ==2) begin
        tmp3=tmp1+tmp2;
        xkp[2*dsize-1:1*dsize]=tmp3[3*dsize-1:2*dsize];
         xkp[1*dsize-1:0]=tmp3[1*dsize-1:0];
        count<=0;
         state<=2;
         end
        end
        2: begin
        if(count==0) begin
        mi[0][0]=f[dsize-1:0];
        mi[0][1]=f[2*dsize-1:dsize];
        mi[0][2]=f[3*dsize-1:2*dsize];
        mi[0][3]=f[4*dsize-1:3*dsize];
        mi[1][0]=pki[dsize-1:0];
        mi[1][1]=pki[2*dsize-1:1*dsize];
        mi[1][2]=pki[3*dsize-1:2*dsize];
        mi[1][3]=pki[4*dsize-1:3*dsize];
        tmp1=mmout;
        count<=count+1;
        state<=2;
        end
        if(count==1) begin
        mi[0][0]=tmp1[dsize-1:0];
        mi[0][1]=tmp1[2*dsize-1:dsize];
        mi[0][2]=tmp1[3*dsize-1:2*dsize];
        mi[0][3]=tmp1[4*dsize-1:3*dsize];
        mi[1][0]=f[dsize-1:0];
        mi[1][1]=f[3*dsize-1:2*dsize];
        mi[1][2]=f[2*dsize-1:1*dsize];
        mi[1][3]=f[4*dsize-1:3*dsize];
        tmp2=mmout;
        Pkp=tmp2+q;
        count<=0;
         state<=3;
         end
        end
        3: begin
        if(count==0) begin
        mi[0][0]=h[dsize-1:0];
        mi[0][1]=h[2*dsize-1:dsize];
        mi[0][2]=h[3*dsize-1:2*dsize];
        mi[0][3]=h[4*dsize-1:3*dsize];
        mi[1][0]= xkp[dsize-1:0];
        mi[1][1]= 16'b0000000000000000;
        mi[1][2]= xkp[2*dsize-1:1*dsize];
        mi[1][3]= 16'b0000000000000000;
        tmp1=mmout;
        count <= count +1;
        state<=3;
        end
        if(count==1) begin
        tmp2[31:0]={tmp1[3*dsize-1:2*dsize],tmp1[1*dsize-1:0]};
        yk=zk-tmp2[31:0];
        count<=0;
         state<=4;
         end
        end
        4: begin
        if(count==0) begin
        mi[0][0]=h[dsize-1:0];
        mi[0][1]=h[2*dsize-1:dsize];
        mi[0][2]=h[3*dsize-1:2*dsize];
        mi[0][3]=h[4*dsize-1:3*dsize];
        mi[1][0]= Pkp[dsize-1:0];
        mi[1][1]= Pkp[2*dsize-1:dsize];
        mi[1][2]= Pkp[3*dsize-1:2*dsize];
        mi[1][3]= Pkp[4*dsize-1:3*dsize];
        tmp1=mmout;
        count <= count + 1;
        state<=4;
        end
        if(count==1) begin
        mi[0][0]=tmp1[dsize-1:0];
        mi[0][1]=tmp1[2*dsize-1:dsize];
        mi[0][2]=tmp1[3*dsize-1:2*dsize];
        mi[0][3]=tmp1[4*dsize-1:3*dsize];
        mi[1][0]= h[dsize-1:0];
        mi[1][1]= h[3*dsize-1:2*dsize];
        mi[1][2]= h[2*dsize-1:dsize];
        mi[1][3]= h[4*dsize-1:3*dsize];
        count <= count +1;
        tmp2=mmout;
        state<=4;
        end
        if(count==2) begin
        tmp3=r+tmp2;
        tmp1= (tmp3[dsize-1:0])*(tmp3[4*dsize-1:3*dsize]);
        tmp2=(tmp3[2*dsize-1:1*dsize])*(tmp3[3*dsize-1:2*dsize]);
        tmp4[15:0]=(tmp2^ 'hffff) + 16'b000001_000000000000;
        count <= count+1;
        state<=4;
        end
        if(count==3) begin
        divin=tmp1+tmp4[15:0];
        count <= count+1;
        state<=4;
        end
        if(count==4) begin
        tmp4[dsize-1:0]=divout*tmp3[4*dsize-1:3*dsize];
        tmp4[2*dsize-1:dsize]=divout*(tmp3[2*dsize-1:dsize]^ 'hffff) + 16'b000001_000000000000; 
        tmp4[3*dsize-1:2*dsize]=divout*(tmp3[3*dsize-1:2*dsize]^ 'hffff) + 16'b000001_000000000000; 
        tmp4[4*dsize-1:3*dsize]=divout*tmp3[dsize-1:0];
        mi[0][0]= Pkp[dsize-1:0];
        mi[0][1]= Pkp[2*dsize-1:dsize];
        mi[0][2]= Pkp[3*dsize-1:2*dsize];
        mi[0][3]= Pkp[4*dsize-1:3*dsize];
        mi[1][0]=h[dsize-1:0];
        mi[1][1]=h[3*dsize-12*dsize];
        mi[1][2]=h[2*dsize-1:1*dsize];
        mi[1][3]=h[4*dsize-1:3*dsize];
        tmp1=mmout;
        count <= count + 1;
        state<=4;
        end
        if(count==5) begin
        mi[0][0]= tmp1[dsize-1:0];
        mi[0][1]= tmp1[2*dsize-1:dsize];
        mi[0][2]= tmp1[3*dsize-1:2*dsize];
        mi[0][3]= tmp1[4*dsize-1:3*dsize];
        mi[1][0]= tmp4[dsize-1:0];
        mi[1][1]= tmp4[2*dsize-1:dsize];
        mi[1][2]= tmp4[3*dsize-1:2*dsize];
        mi[1][3]= tmp4[4*dsize-1:3*dsize];
        Kk=mmout;
        count<=0;
         state<=5;
         end
        end
        5: begin
        if(count==0) begin
        mi[0][0]=Kk[dsize-1:0];
        mi[0][1]=Kk[2*dsize-1:dsize];
        mi[0][2]=Kk[3*dsize-1:2*dsize];
        mi[0][3]=Kk[4*dsize-1:3*dsize];
        mi[1][0]= yk[dsize-1:0];
        mi[1][1]= 16'b0000000000000000;
        mi[1][2]= yk[2*dsize-1:1*dsize];
        mi[1][3]= 16'b0000000000000000;       
        tmp1=mmout;       
        state<=5;
        count <= count+1;
        end
         if(count==1) begin
        xkm=xkp+{tmp1[3*dsize-1:2*dsize],tmp1[dsize-1:0]};
        count<=0;
        state <=6;
        end
        end
        6: begin
        if(count==0) begin
        mi[0][0]=Kk[dsize-1:0];
        mi[0][1]=Kk[2*dsize-1:dsize];
        mi[0][2]=Kk[3*dsize-1:2*dsize];
        mi[0][3]=Kk[4*dsize-1:3*dsize];
        mi[1][0]= h[dsize-1:0];
        mi[1][1]= h[2*dsize-1:dsize];
        mi[1][2]= h[3*dsize-1:2*dsize];
        mi[1][3]= h[4*dsize-1:3*dsize];
        tmp1=mmout;
       state<=6;
        count <= count +1;
        end
        if(count==1) begin
         tmp2=umat-tmp1;
        mi[0][0]=tmp2[dsize-1:0];
        mi[0][1]=tmp2[2*dsize-1:dsize];
        mi[0][2]=tmp2[3*dsize-1:2*dsize];
        mi[0][3]=tmp2[4*dsize-1:3*dsize];
        mi[1][0]= Pkp[dsize-1:0];
        mi[1][1]= Pkp[2*dsize-1:dsize];
        mi[1][2]= Pkp[3*dsize-1:2*dsize];
        mi[1][3]= Pkp[4*dsize-1:3*dsize];
        Pkm=mmout;
        count<=0;
        state<=7;
        end
        end
        7: begin 
        if(count==0) begin
            xo<=xkm;
            no<=nk;
            outen<=1;
            count <= count +1;
            state<=7;
            end
        if(count==1) begin
            nk<=n;
            uk<=u;
            zk<=z;
            xki<=xkm;
            pki<=Pkm;
            f<=F;
            h<=H;
            b<=B;
            outen <=0;
            state<=1;
            count<=0;
            end
        end
	endcase
    end
end
endmodule
`timescale 1ns / 1ps
module matmul22(
in1,  
in2,  
out  
    );
parameter size=16;
parameter decimal=10;
input[size*2*2-1:0] in1;
input[size*2*2-1:0] in2;
output [size*2*2-1:0] out;
wire[size-1:0] mi[1:0][3:0];
assign mi[0][0]=in1[size-1:0];           
assign mi[0][1]=in1[2*size-1:size];      
assign mi[0][2]=in1[3*size-1:2*size];    
assign mi[0][3]=in1[4*size-1:3*size];    
assign mi[1][0]=in2[size-1:0];           
assign mi[1][1]=in2[2*size-1:size];      
assign mi[1][2]=in2[3*size-1:2*size];    
assign mi[1][3]=in2[4*size-1:3*size];    
wire[size-1:0] mo[7:0];
wire[size-1:0] mr[3:0];
multiply #(.width(size),.decimal(decimal)) m0(mi[0][0],mi[1][0],mo[0]);      
multiply #(.width(size),.decimal(decimal)) m1(mi[0][1],mi[1][2],mo[1]);      
assign mr[0]=mo[0]+mo[1];                                                    
multiply #(.width(size),.decimal(decimal)) m2(mi[0][0],mi[1][1],mo[2]);      
multiply #(.width(size),.decimal(decimal)) m3(mi[0][1],mi[1][3],mo[3]);      
assign mr[1]=mo[2]+mo[3];                                                    
multiply #(.width(size),.decimal(decimal)) m4(mi[0][2],mi[1][0],mo[4]);      
multiply #(.width(size),.decimal(decimal)) m5(mi[0][3],mi[1][2],mo[5]);      
assign mr[2]=mo[4]+mo[5];                                                    
multiply #(.width(size),.decimal(decimal)) m6(mi[0][2],mi[1][1],mo[6]);      
multiply #(.width(size),.decimal(decimal)) m7(mi[0][3],mi[1][3],mo[7]);      
assign mr[3]=mo[6]+mo[7];                                                    
assign out[size-1:0]=mr[0];              
assign out[2*size-1:size]=mr[1];         
assign out[3*size-1:2*size]=mr[2];       
assign out[4*size-1:3*size]=mr[3];       
endmodule
==> flow/run.sh <==
#!/bin/bash
# OpenROAD 26Q1-2900-gdf79404cd8, Yosys 0.63+post, stock flow scripts
make -C /OpenROAD-flow-scripts/flow DESIGN_CONFIG=/design/flow/config.mk WORK_HOME=/design/flow/orfs finish
==> flow/config.mk <==
export PLATFORM = sky130hd
export DESIGN_NAME = kalman
export DESIGN_NICKNAME = kalman
export VERILOG_FILES = /design/flow/design.v
export SDC_FILE = /design/flow/constraint.sdc
export NUM_CORES = 4
export LEC_CHECK = 1
export CORE_UTILIZATION = 50
==> flow/constraint.sdc <==
current_design kalman

set clk_period 134.4
set clk_io_pct 0.2

create_clock -name clk0 -period $clk_period [get_ports {clk}]

set non_clock_inputs [all_inputs -no_clocks]
set_input_delay [expr $clk_period * $clk_io_pct] -clock clk0 $non_clock_inputs
set_output_delay [expr $clk_period * $clk_io_pct] -clock clk0 [all_outputs]
==> impl_metrics.ini <==
; implementation run metrics
[final_layout]
design_area_sq_um = 211000
largest_register_ffs = 128
fillers = 34303
area_delta_synth_final_pct = 10.0
drive_above_1_share_pct = 7.57

[placed_design]
place_area_sq_um = 206000
hpwl_microns = 664000
gp_congestion = 1.13
port_buffers = 498

[final_timing]
period_needed_ns = 78.13
tns_ns = 0
max_slew_margin_pct = 12.6
period_used_pct = 58.1
max_freq_ghz = 0.0128
hold_viol = 0
rsz0062_at_grt = false
finalClockSkew_ns = 0.119
setup_viol = 0
drv_slew = 0
worst_pin_slew_ns = 1.31

[critical_path]
crit_family = AND-OR/OR-AND gates
slowest_stage = a311oi_1
r2r_end = mi[2][15]
cp_max_fo = 66
r2r_start = divin[15]
startpoint = divin[15]
critPathKind = reg -> reg
cp_num_buf_inv = 15
crit_end = mi[2][15]
cpMostUsedCell = o21ai_0
path_depth = 328
r2r_setup_slack_ns = 56.27
required_ns = 134.96
start_kind = flop
cp-end-kind = flop
r2r_cells = 328
worstPathArrival_ns = 78.69
cp_slowest_stage_delay_ns = 0.73

[clock_tree]
clk_transition_reported_paths_ns = 0.06
post_cts_resized = 0
cts_tree = built
cts.sinks = 1169
root_buffer = clkbuf_16
cts_hold_buf = 0
htreeDepth = 4
clock_latency_ns = 0.91
numCtsBuffers = 151
cts.path.max_buffers = 4
cts_post_setup_buffers_inserted = 0

[grt]
grt_use_total_pct = 46.4
grt_pass1_vias = 166605
antenna_found_initial = 89
grt_pass1_wl_microns = 1200000
grt_max_degree = 129
grt-ovfl-total = 0

[die]
dieWidth_microns = 621
io_pins = 499
die_area_sq_um = 386000
coreArea_sq_um = 380000
rows = 226
initial_core_util_pct = 50.4
fp.dieH_microns = 621

[detailed_routing]
drt-initial-drc-count = 12953
vias_per_cell = 5.90
drtAntennaViolNets = 0
vias = 163537
drt_wl_total_microns = 836000
first_pass_iters = 9
detail_route.wl_per_cell_microns = 30.1
drc_errors = 0

[logic_synthesis]
syn_avg_cell_area_sq_um = 8.64
ys.flops = 1169
ys_cells = 22172
ys_warn_count = 6
yosys.cell_types.count = 116
ys_seq_share_pct = 15.6
ys_dominant_reg_cell = dfrtp_1
edf_count = 144
ys_area_sq_um = 192000
syn-cell-area_sq_um = 192000
async_flop_share_pct = 87.7
syn_inst = 22172

[worst_hold_path]
holdPathStages = 2
hold_start = tmp1[15]
hold_path_class = reg -> reg

[flow_run]
drv_cap = 0
warnings = 47

[outcome]
status = finished, final reports clean
## Yosys cell counts (all sizes together), types with 212 or more instances
cell type | count | area, sq um
inv | 3472 | 13000
nand2 | 3302 | 12400
fa | 2638 | 52800
ha | 1756 | 22000
nor2 | 1169 | 4390
a21oi | 1126 | 5650
and2 | 1049 | 6560
o21ai | 1049 | 5260
dfrtp | 1024 | 25600
clkbuf | 981 | 3680
xnor2 | 772 | 6760
mux2 | 478 | 5380
xor2 | 254 | 2220
nor3 | 213 | 1080
a21o | 212 | 1590
## layout make-up
cell class                      count  area (sq um)  share of cell area [%]
Multi-Input combinational cell  16440        145000                    68.8
Antenna cell                       71           178                  0.0842
Tap cell                         5016          6280                    2.98
Clock buffer                      200          4290                    2.03
Timing Repair Buffer             1303         11200                    5.30
Inverter                         3475         13000                    6.19
Clock inverter                     67           878                   0.416
Sequential cell                  1169         30000                    14.2
## worst min-delay path, delay by kind of cell (launching register included)
family / cells / cell delay [ns]
compound gates: 1 / 0.06
flops: 1 / 0.33
simple gates: 1 / 0.05
## metrics by stage
step | hold slack (ns) | cells | utilization, % | setup WS, ns
after CTS | 0.475 | 27669 | 55.4 | 57.12
after global placement | 0.451 | 27402 | 54.0 | 57.66
final | 0.474 | 27741 | 55.5 | 56.27
after global routing | 0.489 | 27688 | 55.4 | 49.18
after floorplan | 0.438 | 22172 | - | 66.73
after detailed placement | 0.456 | 27402 | 54.0 | 57.44
## layout by cell type, fill, tap and decap left out, types with 42 or more instances in the layout
master           Yosys  final
inv_1             3470   3469
nand2_1           3302   3289
fa_1              2638   2638
ha_1              1756   1756
nor2_1            1169   1154
a21oi_1           1124   1121
and2_1            1045   1041
dfrtp_1           1024   1019
o21ai_0           1002    993
buf_4                3    794
xnor2_1            772    750
clkdlybuf4s50_1      0    497
mux2_2             475    475
xor2_1             254    248
a21o_1             212    212
nor3_1             211    210
nand3_1            201    200
mux2i_1            192    191
clkbuf_16            0    155
o21bai_1           149    149
edfxtp_1           144    144
o21a_1             141    140
nand2b_1           137    137
o31ai_1            124    123
a21boi_0           108    107
a22oi_1            101    101
nor2b_1            101    100
a31oi_1             92     91
and3_1              90     89
o211ai_1            72     72
diode_2              0     71
a211oi_1            68     68
a221oi_1            64     64
o22ai_1             59     59
a221o_1             54     54
nand4_1             50     50
or3_1               49     49
o21ai_1             45     48
a222oi_1            45     45
o221ai_1            42     42
## logic make-up after synthesis
logic type,after synthesis,synth area share (%)
AND/OR/NAND/NOR,6529,15.3
adder cells (fa/ha/maj),4394,39.0
AND-OR/OR-AND,3817,12.5
multiplexers,671,3.82
other,1,0.00196
XOR/XNOR,1028,4.71
buffers and inverters,4563,8.96
flip-flops,1169,15.6
## routing by layer
metal  wire (microns)  vias up  global-route usage [%]  share of wire (%)
met5              474        -                  0.0874              0.057
met4            77200       56                    32.0                9.2
met3           110000     2230                    23.0                 13
met2           351000     7998                    64.1                 42
met1           296000    81000                    58.2                 35
li1                 -    72253                       -                  -
## worst min path at each step
stage | endpoint
final | tmp1[15]
after global routing | tmp2[29]
after CTS | tmp1[15]
