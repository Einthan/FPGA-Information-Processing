$ cat config.mk
export PLATFORM = sky130hd
export DESIGN_NAME = fft_freq
export DESIGN_NICKNAME = fft_freq
export VERILOG_FILES = /design/flow/design.v
export SDC_FILE = /design/flow/constraint.sdc
export NUM_CORES = 4
export LEC_CHECK = 1
export CORE_UTILIZATION = 40
$ cat constraint.sdc
current_design fft_freq

set clk_period 1.0
set clk_io_pct 0.2

create_clock -name clk0 -period $clk_period [get_ports {clk}]

set non_clock_inputs [all_inputs -no_clocks]
set_input_delay [expr $clk_period * $clk_io_pct] -clock clk0 $non_clock_inputs
set_output_delay [expr $clk_period * $clk_io_pct] -clock clk0 [all_outputs]
$ cat design.v
`timescale 1ns / 1ps
module multiply(a,b,c);
parameter width=8;
parameter decimal=4;
input [width-1:0] a,b;
output [width-1:0] c;
wire[width*2-1:0] mul0,mul1,ones,ab;
assign ones=(~0);
assign mul0=a[width-1]?((ones<<width)|a):a;
assign mul1=b[width-1]?((ones<<width)|b):b;
assign ab=mul0*mul1;
assign c=ab[width-1+decimal:decimal];
endmodule
`timescale 1ns / 1ps
module butterfly_time(
Fer,	 
Fei,	 
For,	 
Foi,	 
Wr,		 
Wi,		 
o0r,	 
o0i,	 
o1r,	 
o1i		 
    );
parameter width=8;
parameter decimal=4;
input[width-1:0] Fer,Fei,For,Foi,Wr,Wi;
output[width-1:0] o0r,o0i,o1r,o1i;
wire[7:0] m0,m1,m2,m3,mr,mi;
multiply #(.width(width),.decimal(decimal)) mp0(For,Wr,m0);
multiply #(.width(width),.decimal(decimal)) mp1(For,Wi,m1);
multiply #(.width(width),.decimal(decimal)) mp2(Foi,Wr,m2);
multiply #(.width(width),.decimal(decimal)) mp3(Foi,Wi,m3);
assign mr=m0-m3;
assign mi=m1+m2;
assign o0r=Fer+mr;
assign o0i=Fei+mi;
assign o1r=Fer-mr;
assign o1i=Fei-mi;
endmodule
module butterfly_freq(
f0r,	 
f0i,	 
f1r,	 
f1i,	 
Wr,		 
Wi,		 
o0r,	 
o0i,	 
o1r,	 
o1i		 
    );
parameter width=8;
parameter decimal=4;
input[width-1:0] f0r,f0i,f1r,f1i,Wr,Wi;
output[width-1:0] o0r,o0i,o1r,o1i;
wire[7:0] m4,m5,m6,m7,r,i;
assign r = f0r - f1r;
assign i = f0i -f1i;
multiply #(.width(width),.decimal(decimal)) mp4(r,Wr,m4);
multiply #(.width(width),.decimal(decimal)) mp5(i,Wi,m5);
multiply #(.width(width),.decimal(decimal)) mp6(r,Wi,m6);
multiply #(.width(width),.decimal(decimal)) mp7(i,Wr,m7);
assign o0r= f0r+f1r;
assign o0i= f0i+f1i;
assign o1r=m4-m5;
assign o1i=m6+m7;
endmodule
`timescale 1ns / 1ps
module fft_freq(
clk,
rst,
fr,      
fi,      
Fr,      
Fi       
    );
parameter width=8;
parameter decimal=4;
input clk,rst;
input [8*width-1:0] fr,fi; 
output reg [8*width-1:0] Fr,Fi;
wire[8*width-1:0] Fwr,Fwi;
wire[width-1:0] o0r[7:0];
wire[width-1:0] o0i[7:0];
wire[width-1:0] o1r[7:0];
wire[width-1:0] o1i[7:0];
butterfly_freq #(.width(width),.decimal(decimal)) bt0(fr[1*width-1:0*width],fi[1*width-1:0*width],fr[5*width-1:4*width],fi[5*width-1:4*width],(1<<decimal),0,o0r[0],o0i[0],o0r[4],o0i[4]);
butterfly_freq #(.width(width),.decimal(decimal)) bt1(fr[2*width-1:1*width],fi[2*width-1:1*width],fr[6*width-1:5*width],fi[6*width-1:5*width],11,-11,o0r[1],o0i[1],o0r[5],o0i[5]);
butterfly_freq #(.width(width),.decimal(decimal)) bt2(fr[3*width-1:2*width],fi[3*width-1:2*width],fr[7*width-1:6*width],fi[7*width-1:6*width],0,-16,o0r[2],o0i[2],o0r[6],o0i[6]);
butterfly_freq #(.width(width),.decimal(decimal)) bt3(fr[4*width-1:3*width],fi[4*width-1:3*width],fr[8*width-1:7*width],fi[8*width-1:7*width],-11,-11,o0r[3],o0i[3],o0r[7],o0i[7]);
butterfly_freq #(.width(width),.decimal(decimal)) bt4(o0r[0],o0i[0],o0r[2],o0i[2],(1<<decimal),0,o1r[0],o1i[0],o1r[2],o1i[2]);
butterfly_freq #(.width(width),.decimal(decimal)) bt5(o0r[1],o0i[1],o0r[3],o0i[3],0,-16,o1r[1],o1i[1],o1r[3],o1i[3]);
butterfly_freq #(.width(width),.decimal(decimal)) bt6(o0r[4],o0i[4],o0r[6],o0i[6],(1<<decimal),0,o1r[4],o1i[4],o1r[6],o1i[6]);
butterfly_freq #(.width(width),.decimal(decimal)) bt7(o0r[5],o0i[5],o0r[7],o0i[7],0,-16,o1r[5],o1i[5],o1r[7],o1i[7]);
butterfly_freq #(.width(width),.decimal(decimal)) bt8(o1r[0],o1i[0],o1r[1],o1i[1],(1<<decimal),0,Fwr[1*width-1:0*width],Fwi[1*width-1:0*width],Fwr[5*width-1:4*width],Fwi[5*width-1:4*width]);
butterfly_freq #(.width(width),.decimal(decimal)) bt9(o1r[2],o1i[2],o1r[3],o1i[3],(1<<decimal),0,Fwr[3*width-1:2*width],Fwi[3*width-1:2*width],Fwr[7*width-1:6*width],Fwi[7*width-1:6*width]);
butterfly_freq #(.width(width),.decimal(decimal)) bt10(o1r[4],o1i[4],o1r[5],o1i[5],(1<<decimal),0,Fwr[2*width-1:1*width],Fwi[2*width-1:1*width],Fwr[6*width-1:5*width],Fwi[6*width-1:5*width]);
butterfly_freq #(.width(width),.decimal(decimal)) bt11(o1r[6],o1i[6],o1r[7],o1i[7],(1<<decimal),0,Fwr[4*width-1:3*width],Fwi[4*width-1:3*width],Fwr[8*width-1:7*width],Fwi[8*width-1:7*width]);
always@(posedge clk or negedge rst)begin
    if(~rst)begin
        Fr<=0;
        Fi<=0;
    end
    else begin
        Fr<=Fwr;
        Fi<=Fwi;
    end
end
endmodule
$ cat run.sh
#!/bin/bash
# OpenROAD 26Q1-2900-gdf79404cd8, Yosys 0.63+post, stock flow scripts
make -C /OpenROAD-flow-scripts/flow DESIGN_CONFIG=/design/flow/config.mk WORK_HOME=/design/flow/orfs finish
==> run_results.csv <==
group,metric,value,unit
outcome,outcome,"stopped before the end",
outcome,haltStage,"global routing (5_1_grt)",
outcome,tool.error,"[ERROR GRT-0116] Global routing finished with congestion. Check the congestion regions in the DRC Viewer.",
synth,top_cell,"ha_1",
synth,yosys-top-cells-count,"ha_1 (589), inv_1 (582), xnor2_1 (342)",
floorplan,rows,90,
placement,gp_congestion,0.914,
floorplan,die_y,251,um
synth,ys_types,58,
synth,yosys_most_used_dff,"dfrtp_1",
synth,synth_area_leader_cell,"ha_1",
synth,syn_area_per_cell,8.87,um^2
global_routing,grt_max_degree,43,
placement,place_hpwl,59600,um
synth,top_area_share,29.7,%
placement,placed_cell_area,36000,um^2
clock_network,cts.sinks,120,
synth,yosysWarningCount,1,
clock_network,htreeDepth,4,
synth,synthArstFlopShare,100,%
floorplan,fp-utilization,40.8,%
placement,io_buffers,257,
placement,dp_slack,-8.38,ns
placement,dp_cells,4569,
clock_network,cts-buffers-inserted,17,
timing,endpoint_type,"register input",
clock_network,cts_buffer_depth,2,
synth,netlist_area,24800,um^2
synth,synth-seq-cells,120,
synth,area_leaders,"ha_1 (30%), fa_1 (12%), dfrtp_1 (12%), xnor2_1 (12%), inv_1 (8.8%)",
synth,yosysCellCount,2798,
synth,synth_cells,2798,
synth,synth_seq_share,12.1,%
synth,edf_count,0,
floorplan,ioPinCount,258,
timing,grt-worst-endpoint,"Fr[31]$_DFF_PN0_/D",
clock_network,root_buffer,"clkbuf_16",
floorplan,fp.dieW,251,um
synth,ys_area,24800,um^2
-- timing repair --
item,4_1_cts
endpoints found under the hold margin,92
pin swaps,321
setup buffers,120
hold buffers,4
endpoints found under the setup margin,248
resized,626
gates cloned,0
-- logic make-up after synthesis --
| kind of cell | count (synthesis) | share of synthesized area [%] |
|---|---|---|
| muxes | 8 | 0.353 |
| buffers and inverters | 614 | 9.42 |
| xor gates and xnor gates | 466 | 17.3 |
| adders and majority gates | 742 | 42.0 |
| AOI/OAI and AO/OA | 510 | 12.8 |
| DFF | 120 | 12.1 |
| and+or+nand+nor | 338 | 5.96 |
-- stage by stage --
stage,setup TNS (ns),power [mW],hold WS (ns)
after floorplan,-418.12,301,-0.0956
after global placement,-570.83,433,0.126
after detailed placement,-574.15,436,0.127
after CTS,-565.46,578,0.654
Power is estimated from default activity; no workload was simulated.
